===== run.sh =====
#!/bin/bash
# OpenROAD 26Q1-2900-gdf79404cd8, Yosys 0.63+post, stock flow scripts
make -C /OpenROAD-flow-scripts/flow DESIGN_CONFIG=/design/flow/config.mk WORK_HOME=/design/flow/orfs finish

===== config.mk =====
export PLATFORM = sky130hd
export DESIGN_NAME = fifo_syn
export DESIGN_NICKNAME = fifo_syn
export VERILOG_FILES = /design/flow/design.v
export SDC_FILE = /design/flow/constraint.sdc
export NUM_CORES = 4
export LEC_CHECK = 1
export CORE_UTILIZATION = 40
export SYNTH_MEMORY_MAX_BITS = 65536

===== constraint.sdc =====
current_design fifo_syn

set clk_period 179.9
set clk_io_pct 0.2

create_clock -name clk0 -period $clk_period [get_ports {clk}]

set non_clock_inputs [all_inputs -no_clocks]
set_input_delay [expr $clk_period * $clk_io_pct] -clock clk0 $non_clock_inputs
set_output_delay [expr $clk_period * $clk_io_pct] -clock clk0 [all_outputs]

===== design.v =====
`timescale 1ns/100ps
module fifo_syn#(
    parameter   FIFO_DEPTH = 10,     
    parameter   FIFO_DWTH = 8,
    parameter   PROG_FULL_NEG_VALUE = 0,
    parameter   PROG_EMPTY_POS_VALUE = 0
)
( 
   dout, valid, full, empty, almost_full, almost_empty, prog_full,
   prog_empty,
   clk, rst, din, wren, rden
   );
input                       clk;
input                       rst;
input   [FIFO_DWTH-1 : 0]   din;
input                       wren;
input                       rden;
output  [FIFO_DWTH-1 : 0]   dout;
output                      valid;
output                      full;
output                      empty;
output                      almost_full;
output                      almost_empty;
output                      prog_full;
output                      prog_empty;
reg                     valid;
reg     [FIFO_DEPTH-1 : 0]  ram_addra;
wire                        ram_wea;
wire    [FIFO_DWTH-1 : 0]   ram_dina;
reg     [FIFO_DEPTH-1 : 0]  ram_addrb;
wire                        ram_web;
wire    [FIFO_DWTH-1 : 0]   ram_dinb;
wire    [FIFO_DWTH-1 : 0]   ram_doutb;
wire                        wren_fifo;
wire                        rden_fifo;
reg     [FIFO_DEPTH : 0]   cnt_fifo; 
assign  wren_fifo   = wren & !full;
assign  rden_fifo   = rden & !empty;
always@(posedge clk)
    begin
        if(rst)
            ram_addra <= 'd0;
        else if(wren_fifo)
            begin
                if(ram_addra == 2**FIFO_DEPTH)
                    ram_addra <= 'd0;
                else
                    ram_addra <= ram_addra + 'd1;
            end
    end 
always@(posedge clk)
    begin
        if(rst)
            ram_addrb <= 'd0;
        else if(rden_fifo)
            begin
                if(ram_addrb == 2**FIFO_DEPTH)
                    ram_addrb <= 'd0;
                else
                    ram_addrb <= ram_addrb + 'd1;
            end
    end 
always@(posedge clk)
    begin
        if(rst)
            cnt_fifo <= 'd0;
        else if(wren_fifo & !rden_fifo)
            begin
                cnt_fifo <= cnt_fifo + 'd1;
            end
        else if(!wren_fifo & rden_fifo)
            begin
                cnt_fifo <= cnt_fifo - 'd1;
            end 
    end
assign  full        = (cnt_fifo >= 2**FIFO_DEPTH);
assign  almost_full = (cnt_fifo >= 2**FIFO_DEPTH-1);
assign  prog_full   = (cnt_fifo >= 2**FIFO_DEPTH-PROG_FULL_NEG_VALUE);
assign  empty       = (cnt_fifo <= 'd0);
assign  almost_empty= (cnt_fifo <= 'd1);
assign  prog_empty   = (cnt_fifo <= PROG_EMPTY_POS_VALUE);
assign  dout        = ram_doutb;
always@(posedge clk)
    begin
        if(rst)
            valid <= 1'b0;
        else if(rden_fifo)
            begin
                valid <= 1'b1;
            end
        else
            begin
                valid <= 1'b0;
            end 
    end
assign  ram_wea     = wren_fifo;
assign  ram_dina    = din;
assign  ram_web     = 1'b0;
assign  ram_dinb    = 'd0;   
ram#(
     .ADDR_WDT                          (FIFO_DEPTH),
     .DATA_WDT                          (FIFO_DWTH),
     .DOUT_REG                          (1'b1)) 
    u_ram(
          .douta                        (),
          .doutb                        (ram_doutb),
          .clka                         (clk),
          .clkb                         (clk),
          .rst                          (rst),
          .addra                        (ram_addra),
          .dina                         (ram_dina),
          .wea                          (ram_wea),
          .addrb                        (ram_addrb),
          .dinb                         (ram_dinb),
          .web                          (ram_web)); 
endmodule
`timescale 1ns/100ps
module ram#(
    parameter   ADDR_WDT = 10,
    parameter   DATA_WDT = 8,
    parameter   DOUT_REG =1'b1
)
( 
   douta, doutb,
   clka, clkb, rst, addra, dina, wea, addrb, dinb, web
   );
    input                       clka;
    input                       clkb;
    input                       rst;
    input   [ADDR_WDT-1 : 0]    addra;
    input   [DATA_WDT-1 : 0]    dina;
    input                       wea;
    input   [ADDR_WDT-1 : 0]    addrb;
    input   [DATA_WDT-1 : 0]    dinb;
    input                       web;
    output  [DATA_WDT-1 : 0]    douta;    
    output  [DATA_WDT-1 : 0]    doutb;    
reg     [DATA_WDT-1 : 0]    regs    [0 : 2**ADDR_WDT-1];   
reg     [DATA_WDT-1 : 0]    douta_r;
wire    [DATA_WDT-1 : 0]    douta_w;
reg     [DATA_WDT-1 : 0]    doutb_r;
wire    [DATA_WDT-1 : 0]    doutb_w;
always@(posedge clka)
    begin
        if(wea)
            regs[addra] <= dina;
    end
always@(posedge clkb)
    begin
        if(web&(addra != addrb))
            regs[addrb] <= dinb;
    end
always@(posedge clka)
    begin
        if(rst)
            douta_r <= 'd0;
        else if(!wea)
            begin
                douta_r <= regs[addra];
            end
    end
assign  douta_w = regs[addra];
assign  douta = (DOUT_REG==1'b1) ? douta_r : douta_w; 
always@(posedge clkb)
    begin
        if(rst)
            doutb_r <= 'd0;
        else if(!web)
            begin
                doutb_r <= regs[addrb];
            end
    end
assign  doutb_w = regs[addrb];
assign  doutb = (DOUT_REG==1'b1) ? doutb_r : doutb_w; 
endmodule

==> flow_metrics.py <==
# Physical implementation metrics
metrics = {
    "timing": {
        "fmax_mhz": 25.35,
        "slew_headroom_pct": 17.15,
        "worst_slack_ns": 140.45,
        "rsz0062_at_grt": "no",
        "post-route-period-util_pct": 21.93,
        "finalHoldViolCount": 0,
        "setup_viol": 0,
        "post-route-min-period_ns": 39.45,
        "tns_ns": 0,
        "clock_skew_ns": 0.09215,
        "tightest_slew_ns": 1.243,
        "slew_violations": 0,
    },
    "yosys": {
        "ys_top_cells_by_count": "edfxtp_1, mux4_2, nor2_1",
        "ys_seq_share_pct": 76.84,
        "enable_flop_cells": 8192,
        "synth_flops": 8232,
        "synth_area_um2": 321200,
        "topCellsByArea": "edfxtp_1, mux4_2, mux2i_1",
        "top_cell_area_share_pct": 76.59,
        "syn_inst": 15680,
        "top_area_cell": "edfxtp_1",
        "yosys-stat-area_um2": 321200,
        "yosys_warnings": 2,
        "syn_avg_cell_area_um2": 20.48,
        "synth.most_common_cell": "edfxtp_1",
        "async_reset_ff_share_pct": 0,
        "flop_cell": "edfxtp_1",
        "synth.distinct_cells": 85,
        "yosysCellCount": 15680,
    },
    "placement": {
        "dp_slack_ns": 139.45,
        "numPortBuffers": 26,
        "place_hpwl_mm": 671.6,
        "place.gp.congestion": 1.001,
    },
    "die": {
        "dieWidth_um": 898.1,
        "dieArea_um2": 806500,
        "die_h_um": 898.1,
        "fp_util_pct": 40.19,
        "rows": 328,
        "core_um2": 799000,
        "ios": 27,
    },
    "routing": {
        "wl_per_cell_um": 37.90,
        "remaining_drc_errors": 0,
        "dr.pass1.iters": 28,
        "viasPerCell": 6.012,
        "vias": 165900,
        "wirelength_mm": 1046,
        "drtAntennaViolNets": 0,
        "drtIter0Drc": 12840,
    },
    "setup_path": {
        "cp_cell_sequence": "clkdlybuf4s50_1, nand2_1, buf_4, inv_1, buf_4, and2_1, nand2_4, buf_4, buf_4, nor2_1",
        "cp_slowest_cell": "and2_1",
        "worstPathArrival_ns": 40.28,
        "rrSetupSlack_ns": 171.86,
        "critPathLaunchType": "primary input",
        "crit_path_end_kind": "register",
        "crit_fanout": 16,
        "slowest_delay_ns": 0.78,
        "crit_top_cell": "buf_4",
        "r2r_cells": 15,
        "cp.required_ns": 180.73,
        "crit_type": "primary input to register",
    },
    "clocking": {
        "cts_resized": 0,
        "cts-root-buf": "clkbuf_16",
        "cts_setup_buffers": 0,
        "cts_buffer_depth": 4,
        "clk_pin_slew_worst_paths_ns": 0.06,
        "hold_buffers": 0,
        "htreeDepth": 6,
        "clock-sinks": 8232,
        "clk_latency_ns": 1.24,
        "cts_tree": "built",
        "cts_buffers": 789,
    },
    "layout": {
        "area_growth_pct": 12.48,
        "final_util_pct": 45.21,
        "fill_cells": 65410,
        "regArea_um2": 246800,
        "logic_area_um2": 68840,
        "drive_gt1_share_pct": 22.32,
    },
    "min_path": {
        "worstHoldPathCells": 2,
        "min-delay-path-class": "register to register",
    },
    "job": {
        "warning_count": 39,
        "maxCapViolations": 0,
    },
    "global_route": {
        "overflow": 0,
        "grt_pass1_wl_mm": 1444,
        "grtUsageTotal_pct": 28.42,
        "antenna_found_initial": 103,
        "grt_max_degree": 103,
        "first_global_vias": 182300,
    },
    "power": {
        "power.density_nw_per_um2": 12.73,
        "power_leakage_nw": 109.1,
        "peakVddDrop_mv": 0.01278,
    },
    "status": {
        "status": "completed",
    },
}
==> routing by layer <==
layer / GRT usage (%) / vias up / routed length (um)
met5: 5.403 / - / 5010
met4: 13.51 / 148 / 62790
met3: 26.02 / 2315 / 214200
met2: 38.77 / 13820 / 466000
met1: 29.45 / 83270 / 298000
li1: - / 66380 / -
==> cells by family (layout without fill, tap and decap cells) <==
kind of cell / count (synthesis) / in the layout / share of synthesized area (%)
XOR/XNOR: 26 / 26 / 0.07090
adder cells (fa/ha/maj): 9 / 9 / 0.03506
AND-OR/OR-AND: 1512 / 1512 / 3.276
AND/OR/NAND/NOR: 2124 / 2124 / 2.754
flip-flops: 8232 / 8232 / 76.84
other: 0 / 172 / 0
multiplexers: 2719 / 2719 / 15.07
buffers and inverters: 1060 / 2248 / 1.946
==> layout make-up <==
type / count / share of cell area (%)
multi-input cells: 6390 / 19.06
repair buffers: 776 / 1.727
flip-flops and latches: 8232 / 68.33
inverters: 18 / 0.02702
well taps: 10560 / 3.657
diodes: 172 / 0.1191
clock inverters: 493 / 1.373
clock buffers: 961 / 5.714
==> sequential cells by signal (all words and copies together), names as in the netlist <==
name,cells
u_ram.regs,8192
cnt_fifo,11
ram_addra,10
ram_addrb,10
u_ram.doutb_r,8
valid,1
==> through the flow <==
step | power (W) | cell area [um2] | cells | hold slack [ns]
2_1_floorplan | 0.002743 | 321200 | 15680 | 0.4827
3_3_place_gp | 0.002986 | 335200 | 25980 | 0.5617
3_5_place_dp | 0.002983 | 335200 | 25980 | 0.5338
4_1_cts | 0.004615 | 360800 | 27430 | 0.5493
5_1_grt | 0.004725 | 360900 | 27470 | 0.6061
6_report | 0.004600 | 361300 | 27600 | 0.5429
==> worst max-delay path: cells and delay by family <==
family                 cells  cell delay (ns)
buffers and inverters      6             2.06
and+or+nand+nor            4             2.17
==> layout by cell type, fill, tap and decap left out, types with 22 or more instances in the layout <==
master      netlist  routed
edfxtp_1       8192    8192
mux4_2         1690    1690
nor2_1         1244    1229
mux2i_1         987     987
clkbuf_16         0     800
buf_4           114     725
nand2_1         461     428
o221ai_1        327     327
a21oi_1         281     280
o22ai_1         245     245
o21ai_0         176     175
diode_2           0     172
clkinv_1          4     172
clkbuf_1        435     159
clkinv_2          0     143
nand3_1         106     102
nor3_1           92      82
a31oi_1          81      79
a22oi_1          77      76
bufinv_16         0      74
o211ai_1         44      44
mux2_2           42      42
clkinvlp_4        0      38
and3_1           34      34
a211oi_1         35      32
nor4_1           33      31
nand2_4           0      31
dfxtp_1          40      31
and2_1           33      28
nand4_1          26      26
a221oi_1         27      26
buf_12           12      25
a32oi_1          22      22
a311oi_1         23      22
==> report_power, final <==
part	switching [W]	internal, W	leakage (nW)
combinational	0.000477	0.000352	22.8
sequential	0.00000715	0.00211	73.9
clock	0.000727	0.000926	12.4
==> path summary, 6_finish.rpt <==
kind | startpoint | end
min | cnt_fifo[8] | cnt_fifo[8]
max reg2reg | ram_addrb[0] | u_ram.doutb_r[6]
max | wren | u_ram.regs[499][2]
min reg2reg | cnt_fifo[8] | cnt_fifo[8]
No activity file was given, so power comes from the tool's default toggle rates.
