<file path="run.sh">
#!/bin/bash
# OpenROAD 26Q1-2900-gdf79404cd8, Yosys 0.63+post, stock flow scripts
make -C /OpenROAD-flow-scripts/flow DESIGN_CONFIG=/design/flow/config.mk WORK_HOME=/design/flow/orfs finish
</file>
<file path="config.mk">
export PLATFORM = sky130hd
export DESIGN_NAME = UART
export DESIGN_NICKNAME = UART
export VERILOG_FILES = /design/flow/design.v
export SDC_FILE = /design/flow/constraint.sdc
export NUM_CORES = 4
export LEC_CHECK = 1
export CORE_UTILIZATION = 40
</file>
<file path="constraint.sdc">
current_design UART

set clk_period 6.7
set clk_io_pct 0.2

create_clock -name clk0 -period $clk_period [get_ports {clk}]

set non_clock_inputs [all_inputs -no_clocks]
set_input_delay [expr $clk_period * $clk_io_pct] -clock clk0 $non_clock_inputs
set_output_delay [expr $clk_period * $clk_io_pct] -clock clk0 [all_outputs]
</file>
<file path="design.v">
`timescale 1ns / 1ps
module RX_UART#
	(
	parameter	FREQUENCY = 130,	 
	parameter	BAUDRATE  = 9600	 
	)
	(
	input 			clk,
	input		 	rst,
	input			rx_i,
	output			rx_frame_error_o,
	output			rts_o,		 
	output	[7:0]	rx_data_o,
	output			rx_vld_o,
	input			rx_rdy_i
    );
parameter	RX_IDLE 	= 3'd0,
			RX_START	= 3'd1,
			RX_BIT		= 3'd2,
			RX_STOP		= 3'd3,
			RX_DONE		= 3'd4;
wire	[31:0]		Period_num; 
wire	[31:0]		Period_num_half;
reg 	[31:0] 		cnt_baudrate;
reg		[3:0]		index;
reg		[7:0]		rx_data;
reg					rx_left;
reg					rx_right;
wire				rx_sof;
wire				rx_eof;
reg					rx_recive_ing;
wire 				rx_period_full;	
wire				rx_period_middle;		
reg		[2:0]		state_c;
reg		[2:0]		state_n;
assign	Period_num 		= (FREQUENCY*1000000)/BAUDRATE;
assign	Period_num_half = Period_num/2;
assign 	rx_period_full = (cnt_baudrate==Period_num);
assign 	rx_period_middle = (cnt_baudrate==Period_num_half);
always@(posedge clk)
    begin
		if(rst)
			rx_right <= 1'b1;
		else
			rx_right <= rx_i;
	end
always@(posedge clk)
	begin
		if(rst)
			rx_left <= 1'b1;
		else
			rx_left <= rx_right;
	end
assign	rx_sof = rx_recive_ing ? 1'b0 : rx_left&!rx_right;		 
assign	rx_eof = (state_c == RX_DONE & rx_rdy_i);
always@(posedge clk)
	begin
		if(rst) 
			rx_recive_ing=1'b0;
		else if(rx_eof) 
			rx_recive_ing=1'b0;
		else if(rx_sof) 
			rx_recive_ing=1'b1;
	end
always@(posedge clk)
	begin
		if(rst) 
			cnt_baudrate<='d0;
		else if(rx_recive_ing)
			begin
				if(rx_period_full) 
					cnt_baudrate<='d0;
				else 
					cnt_baudrate<=cnt_baudrate+'d1;
			end
		else 
			cnt_baudrate<='d0;
	end
always@(posedge clk)
	begin
		if(rst)
			state_c <= RX_IDLE;
		else
			state_c <= state_n;
	end
always@(*)
	begin
		case(state_c)
			RX_IDLE	: 	begin
							if(rx_sof)
								state_n = RX_START;
							else
								state_n = RX_IDLE;
						end
			RX_START: 	begin	
							if(rx_period_full)
								state_n = RX_BIT;
							else
								state_n = RX_START;
						end
			RX_BIT	: 	begin 
							if(index=='d8 && rx_period_full)
								state_n = RX_STOP;
							else
								state_n = RX_BIT;
						end
			RX_STOP	: 	begin	
							if(rx_period_middle)	 
								begin
									if(rx_i)
										state_n = RX_DONE;
									else
										state_n = RX_IDLE;
								end	
							else
								state_n = RX_STOP;	
						end		
			RX_DONE	:	if(rx_rdy_i)	
							state_n = RX_IDLE;
						else
							state_n = RX_DONE;
			default	: 			state_n = RX_IDLE;
		endcase
	end
assign rts_o = state_c == RX_DONE;
reg					rx_error;
always@(posedge clk)
	begin
		if(rst)
			rx_error <= 1'b0;
		else if(state_c == RX_STOP && rx_period_middle && !rx_i)
			rx_error <= 1'b1;
	end
assign rx_frame_error_o = rx_error;
always@(posedge clk)
	begin
		if(rst)
			index <= 'd0;
		else if(rx_sof)
			index <= 'd0;
		else if(state_c == RX_BIT && rx_period_middle)
			index <= index + 'd1;
	end
always@(posedge clk)
	begin
		if(rst)
			rx_data <= 8'd0;
		else if(rx_sof)
			rx_data <= 8'd0;
		else if(state_c == RX_BIT && rx_period_middle)
			rx_data[index] <= rx_i;
	end
assign	rx_data_o = rx_data;
assign	rx_vld_o = (state_c == RX_DONE);
endmodule
`timescale 1ns / 1ps
module TX_UART#
	(
	parameter	FREQUENCY = 130,	 
	parameter	BAUDRATE  = 9600	 
	)
	(
	input 			clk,
	input		 	rst,
	input	[7:0]	tx_data_i,
	input 			tx_en_i,
	output			tx_rdy_o,
	input			cts_i,		 
	output  		tx_o
    );
parameter	TX_IDLE 	= 2'd0,
			TX_START	= 2'd1,
			TX_BIT		= 2'd2,
			TX_STOP		= 2'd3;
wire	[31:0]		Period_num; 
wire	[31:0]		Period_num_half;
reg 	[31:0] 		cnt_baudrate;
reg		[2:0]		index;
reg		[7:0]		tx_data;
wire				tx_sof;
wire				tx_eof;
reg 				tx_send_ing;
wire 				tx_period_full;			
reg					tx;
reg		[1:0]		state_c;
reg		[1:0]		state_n;
assign	Period_num 		= (FREQUENCY*1000000)/BAUDRATE;
assign	Period_num_half = Period_num/2;
assign 	tx_period_full = (cnt_baudrate==Period_num);
assign	tx_sof = tx_rdy_o & tx_en_i;	 
assign	tx_eof = (state_c == TX_STOP)&tx_period_full;
always@(posedge clk)
	begin
		if(rst)
			tx_data <= 'd0;
		else if(tx_sof)
			tx_data <= tx_data_i;
	end
always@(posedge clk)
	begin
		if(rst) 
			tx_send_ing <= 1'b0;
		else if(tx_eof) 
			tx_send_ing <= 1'b0;
		else if(tx_sof) 
			tx_send_ing <= 1'b1;
	end
assign	tx_rdy_o = cts_i&!tx_send_ing;   
always@(posedge clk)
	begin
		if(rst) 
			cnt_baudrate<='d0;
		else if(tx_send_ing)
			begin
				if(tx_period_full) 
					cnt_baudrate<='d0;
				else 
					cnt_baudrate<=cnt_baudrate+'d1;
			end
		else 
			cnt_baudrate<='d0;
	end
always@(posedge clk)
	begin
		if(rst)
			state_c <= TX_IDLE;
		else
			state_c <= state_n;
	end
always@(*)
	begin
		case(state_c)
			TX_IDLE	: 	begin
							if(tx_sof)
								state_n = TX_START;
							else
								state_n = TX_IDLE;
						end
			TX_START: 	begin	
							if(tx_period_full)
								state_n = TX_BIT;
							else
								state_n = TX_START;
						end
			TX_BIT	: 	begin 
							if(index=='d7 && tx_period_full)
								state_n = TX_STOP;
							else
								state_n = TX_BIT;
						end
			TX_STOP	: 	begin	
							if(tx_period_full)
								state_n = TX_IDLE;
							else
								state_n = TX_STOP;	
						end		
			default	: 			state_n = TX_IDLE;
		endcase
	end
always@(posedge clk)
	begin
		if(rst)
			index <= 'd0;
		else if(tx_sof)
			index <= 'd0;
		else if(state_c == TX_BIT && tx_period_full)
			index <= index + 'd1;
	end
always@(*)
	begin
			case(state_c)
				TX_IDLE	:	tx = 1'b1;
				TX_START:	tx = 1'b0;
				TX_BIT  :	tx = tx_data[index];
				TX_STOP	:	tx = 1'b1;
				default	:	tx = 1'b1;
			endcase
	end
assign	tx_o = tx;
endmodule
`timescale 1ns / 1ps
module UART(
    input			clk,
	input			rst,
	input	[7:0]	tx_data_i,
	input 			tx_en_i,
	output			tx_rdy_o,
	input			cts_i,		 
	output			tx_o,
	input			rx_i,
	output			rts_o,		 
	output	[7:0]	rx_data_o,
	output			rx_vld_o,
	input			rx_rdy_i
	);
TX_UART #(
		.FREQUENCY(100),	 
		.BAUDRATE(115200)		 
	)
	u_TX_UART(
		.clk(clk), 
		.rst(rst), 
		.tx_data_i(tx_data_i), 
		.tx_en_i(tx_en_i), 
		.tx_rdy_o(tx_rdy_o), 
		.cts_i(cts_i),
		.tx_o(tx_o)
	);
RX_UART #(
		.FREQUENCY(100),	 
		.BAUDRATE(115200)		 
	)
	u_RX_UART(
		.clk(clk), 
		.rst(rst), 
		.rx_i(rx_i), 
		.rx_frame_error_o(), 
		.rts_o(rts_o),
		.rx_data_o(rx_data_o), 
		.rx_vld_o(rx_vld_o), 
		.rx_rdy_i(rx_rdy_i)
	);
endmodule
</file>
==> summary.txt <==
fresh numbers from the pnr run: Tmin final=3.80 ns, Pleak=1.70 nW, worst slew pin tran=0.771 ns, vias per inst=5.16, synth-to-layout area growth=14.2%, relative slew slack=0.482, Finish-stage setup viols=0, Max VDD drop=0.199 mV, first-pass GRT wire length=15600 um, share of post-route cells with drive strength above 1=0.0473, drt initial violations=203, post-CTS setup buffer count=0, logic area=0.00247 mm2, # rows=39, DR WL/cell=12.5 um, Yosys top cell area share=0.430, max cap viols=0, HPWL after DPL=6170 um, CTS tree=done, antenna viol nets, final=0, Post-Synthesis Cells=551, Routed Wire Length=8960 um, fillers=1050, Mapped Area=0.00466 mm2, Die ar.=0.0121 mm2, cts hold-fix bufs=0, top cells by count=dfxtp_1, nor2_1, nand2_1, io pins=26, initial antenna violation count=0, Peak Freq=263 MHz, Synth cell types=47, Syn. warnings=2, Final Hold Vio Count=0, die height=110 um, # DRC=0, FF+latch area=0.00200 mm2, Clock Skews=0.00341 ns, Final Max Tran Viols=0, Setup crit end kind=primary output, Clock Pin Slew Worst Setup and Hold Paths=0.06 ns, worst min path class=reg2reg, Die Wd=110 um, antenna fix cells=0, GRT overflow=0, TritonCTS Buffers=9, via count=3685, core region area=0.0114 mm2, area leader, netlist=dfxtp_1, RSZ-0062 raised after global routing=false, Setup crit start kind=primary input, Post-synth ARST share=0, Worst-Skew Late Latency=0.34 ns, Worst EP required=5.36 ns, largest net degree at the start of global routing=33, Arrival @ worst endpoint=2.46 ns, most common cell in the netlist=dfxtp_1, Total Power=0.00116 W, Total Routing Usage GR=0.167, total iterations of the first detailed-routing run=4, Port Buffers=25, tool warnings=32, Setup Total Neg Slack=0 ns, ys flop type=dfxtp_1, vias in the first global route=3423, Post-synth regs=100, CP max FO=3, status=complete, no violations, register area share after synthesis=0.430, syn avg cell area=8.45 um2, area reported by Yosys stat=0.00466 mm2, Core Util at FP=0.409, PD cells=218 mW/mm2, EDFF count, synth=0, GPL Wtd Cong=0.844, Clock Root Buffer=clkbuf_16, # resized after CTS=0, crit share post-route=0.567, Clock Path Buffers=2, H-tree Lvls=3, Clock Sinks=100, top cells, area=dfxtp_1, nor2_1, xnor2_1, kind of critical path=in2out, yosys cell count=551
## critical path, cell delays in order
cell             delay (ns)
clkdlybuf4s50_1        0.44
nor2b_1                0.18
clkdlybuf4s50_1        0.50
## layer usage
metal	wire [um]	GRT usage	part of all wire	vias to the layer above
met5	0	0	0	-
met4	83	0.0133	0.0093	0
met3	399	0.0514	0.045	8
met2	3830	0.246	0.43	49
met1	4640	0.257	0.52	1690
li1	-	-	-	1938
## final timing paths
| check | startpoint | endpoint | slack (ns) | cells past startpoint |
|---|---|---|---|---|
| hold / removal | u_TX_UART.tx_data[7]$_SDFFE_PP0P_ | u_TX_UART.tx_data[7]$_SDFFE_PP0P_ | 0.45 | 2 |
| hold reg to reg | u_TX_UART.tx_data[7]$_SDFFE_PP0P_ | u_TX_UART.tx_data[7]$_SDFFE_PP0P_ | 0.45 | 2 |
| setup reg to reg | u_RX_UART.cnt_baudrate[2]$_SDFF_PP0_ | u_RX_UART.rx_data[4]$_SDFFE_PP0P_ | 4.18 | 5 |
| setup / recovery | cts_i | tx_rdy_o | 2.90 | 3 |
## cell families (layout without fill, tap and decap cells)
logic type,count (synthesis),count (layout),share of synthesized area
xor+xnor,64,64,0.120
buf+inv,47,67,0.0392
mux,8,8,0.0228
flops,100,100,0.430
compound gates,43,43,0.0589
simple gates,277,277,0.296
fa+ha+maj,12,12,0.0322
## sequential cells by signal, indices dropped and copies added, names as in the netlist
name	flops
u_TX_UART.cnt_baudrate	32
u_TX_UART.tx_send_ing	1
u_RX_UART.rx_data	8
u_RX_UART.rx_right	1
u_TX_UART.index	3
u_TX_UART.tx_data	8
u_RX_UART.cnt_baudrate	32
u_RX_UART.state_c	5
u_RX_UART.index	4
u_RX_UART.rx_left	1
u_TX_UART.state_c	4
u_RX_UART.rx_recive_ing	1
## power breakdown
part	total [W]	switching, W	internal (W)
logic	0.0000350	0.0000191	0.0000159
clock network	0.000519	0.000210	0.000309
registers	0.000604	0.00000362	0.000600
## layout make-up
class | count | area share
Tap cell | 143 | 0.0336
Sequential cell | 100 | 0.376
Multi-Input combinational cell | 404 | 0.465
Clock buffer | 12 | 0.0482
Clock inverter | 4 | 0.00894
Inverter | 22 | 0.0155
Timing Repair Buffer | 29 | 0.0527
## through the flow
step | hold slack (ns) | cell area [um2] | worst slack, ns | utilization | std cells
after floorplan | 0.420 | 4660 | 3.90 | - | 551
after global placement | 0.429 | 5010 | 2.91 | 0.441 | 698
after detailed placement | 0.445 | 5010 | 2.90 | 0.441 | 698
after CTS | 0.455 | 5320 | 2.90 | 0.468 | 714
after global routing | 0.475 | 5320 | 2.85 | 0.468 | 714
final | 0.454 | 5320 | 2.90 | 0.468 | 714
## placed cells by master, fill, tap and decap left out, types with 19 or more instances in the layout
cell,netlist,routed
clkdlybuf4s50_1,0,25
dfxtp_1,100,100
inv_1,22,22
nand2_1,60,60
nand3_1,25,25
nand4_1,28,28
nor2_1,80,80
nor3_1,19,19
nor4_1,19,19
xnor2_1,34,34
xor2_1,30,30
Power is estimated from default activity; no workload was simulated.
