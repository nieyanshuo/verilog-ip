[flow/config.mk]
export PLATFORM = sky130hd
export DESIGN_NAME = fifo_asyn
export DESIGN_NICKNAME = fifo_asyn
export VERILOG_FILES = /design/flow/design.v
export SDC_FILE = /design/flow/constraint.sdc
export NUM_CORES = 4
export LEC_CHECK = 1
export CORE_UTILIZATION = 50
export SYNTH_MEMORY_MAX_BITS = 65536
[flow/constraint.sdc]
current_design fifo_asyn

set clk_period 225.4
set clk_io_pct 0.2

create_clock -name clk0 -period $clk_period [get_ports {clk_r}]
create_clock -name clk1 -period $clk_period [get_ports {clk_w}]

set non_clock_inputs [all_inputs -no_clocks]
set_input_delay [expr $clk_period * $clk_io_pct] -clock clk0 $non_clock_inputs
set_output_delay [expr $clk_period * $clk_io_pct] -clock clk0 [all_outputs]
[flow/design.v]
`timescale 1ns/100ps
module fifo_asyn#(
    parameter   FIFO_DEPTH = 10,     
    parameter   FIFO_DWTH = 8    
)
( 
   dout, valid, full, empty,
   clk_w, clk_r, rst, din, wren, rden
   );
input                           clk_w;
input                           clk_r;
input                           rst;
input       [FIFO_DWTH-1 :0]    din;    
input                           wren;
input                           rden;
output      [FIFO_DWTH-1 :0]    dout;    
output                          valid;
output                          full;
output                          empty;
reg                     valid;
reg      [FIFO_DEPTH:0]         ram_addra;                   
wire                            ram_wea;                     
wire     [FIFO_DWTH-1:0]        ram_dina;                    
reg      [FIFO_DEPTH:0]         ram_addrb;                   
wire                            ram_web;                     
wire     [FIFO_DWTH-1:0]        ram_dinb;                    
wire     [FIFO_DWTH-1:0]        ram_doutb;                   
wire                            wren_fifo;
wire                            rden_fifo;
wire     [FIFO_DEPTH:0]       ram_addra_gray;              
reg      [FIFO_DEPTH:0]       ram_addra_gray_r1;           
reg      [FIFO_DEPTH:0]       ram_addra_gray_r2;           
wire     [FIFO_DEPTH:0]       ram_addrb_gray;              
reg      [FIFO_DEPTH:0]       ram_addrb_gray_r1;           
reg      [FIFO_DEPTH:0]       ram_addrb_gray_r2;           
assign  wren_fifo   = wren & !full;
assign  rden_fifo   = rden & !empty;
always@(posedge clk_w)
    begin
        if(rst)
            ram_addra <= 'd0;
        else if(wren_fifo)
            begin
                if(&ram_addra)
                    ram_addra <= 'd0;
                else
                    ram_addra <= ram_addra + 'd1;
            end
    end
assign  ram_addra_gray  =   ({1'b0,ram_addra[FIFO_DEPTH : 1]} ^ ram_addra);  
always@(posedge clk_r)
    begin
        if(rst)
            ram_addrb <= 'd0;
        else if(rden_fifo)
            begin
                if(&ram_addrb)
                    ram_addrb <= 'd0;
                else
                    ram_addrb <= ram_addrb + 'd1;
            end
    end
assign  ram_addrb_gray  =   ({1'b0,ram_addrb[FIFO_DEPTH : 1]} ^ ram_addrb);  
always@(posedge clk_r)
    begin
        if(rst)
            begin
                ram_addra_gray_r1 <= 'd0;
                ram_addra_gray_r2 <= 'd0;
            end
        else
            begin
                ram_addra_gray_r1 <= ram_addra_gray;
                ram_addra_gray_r2 <= ram_addra_gray_r1;
            end
    end 
always@(posedge clk_w)
    begin
        if(rst)
            begin
                ram_addrb_gray_r1 <= 'd0;
                ram_addrb_gray_r2 <= 'd0;
            end
        else
            begin
                ram_addrb_gray_r1 <= ram_addrb_gray;
                ram_addrb_gray_r2 <= ram_addrb_gray_r1;
            end
    end 
assign  full    =   (&(ram_addra_gray[FIFO_DEPTH:FIFO_DEPTH-1] ^ ram_addrb_gray_r2[FIFO_DEPTH:FIFO_DEPTH-1]) 
                    && (ram_addra_gray[FIFO_DEPTH-2:0] == ram_addrb_gray_r2[FIFO_DEPTH-2:0]));
assign  empty   =   (ram_addrb_gray == ram_addra_gray_r2);
assign  dout    =   ram_doutb;
always@(posedge clk_r)
    begin
        if(rst)
            valid <= 1'b0;
        else if(rden_fifo)
            begin
                valid <= 1'b1;
            end
        else
            begin
                valid <= 1'b0;
            end 
    end
assign  ram_wea     =   wren_fifo;
assign  ram_dina    =   din;
assign  ram_web     =   1'b0;
assign  ram_dinb    =   'd0; 
ram#(
     .ADDR_WDT                          (FIFO_DEPTH),
     .DATA_WDT                          (FIFO_DWTH),
     .DOUT_REG                          (1'b1)) 
_ram(
          .douta                        (),
          .doutb                        (ram_doutb),
          .clka                         (clk_w),
          .clkb                         (clk_r),
          .rst                          (rst),
          .addra                        (ram_addra),
          .dina                         (ram_dina),
          .wea                          (ram_wea),
          .addrb                        (ram_addrb),
          .dinb                         (ram_dinb),
          .web                          (ram_web)); 
endmodule
`timescale 1ns/100ps
module ram#(
    parameter   ADDR_WDT = 10,
    parameter   DATA_WDT = 8,
    parameter   DOUT_REG =1'b1
)
( 
   douta, doutb,
   clka, clkb, rst, addra, dina, wea, addrb, dinb, web
   );
    input                       clka;
    input                       clkb;
    input                       rst;
    input   [ADDR_WDT-1 : 0]    addra;
    input   [DATA_WDT-1 : 0]    dina;
    input                       wea;
    input   [ADDR_WDT-1 : 0]    addrb;
    input   [DATA_WDT-1 : 0]    dinb;
    input                       web;
    output  [DATA_WDT-1 : 0]    douta;    
    output  [DATA_WDT-1 : 0]    doutb;    
reg     [DATA_WDT-1 : 0]    regs    [0 : 2**ADDR_WDT-1];   
reg     [DATA_WDT-1 : 0]    douta_r;
wire    [DATA_WDT-1 : 0]    douta_w;
reg     [DATA_WDT-1 : 0]    doutb_r;
wire    [DATA_WDT-1 : 0]    doutb_w;
always@(posedge clka)
    begin
        if(wea)
            regs[addra] <= dina;
    end
always@(posedge clkb)
    begin
        if(web&(addra != addrb))
            regs[addrb] <= dinb;
    end
always@(posedge clka)
    begin
        if(rst)
            douta_r <= 'd0;
        else if(!wea)
            begin
                douta_r <= regs[addra];
            end
    end
assign  douta_w = regs[addra];
assign  douta = (DOUT_REG==1'b1) ? douta_r : douta_w; 
always@(posedge clkb)
    begin
        if(rst)
            doutb_r <= 'd0;
        else if(!web)
            begin
                doutb_r <= regs[addrb];
            end
    end
assign  doutb_w = regs[addrb];
assign  doutb = (DOUT_REG==1'b1) ? doutb_r : doutb_w; 
endmodule
[flow/run.sh]
#!/bin/bash
# OpenROAD 26Q1-2900-gdf79404cd8, Yosys 0.63+post, stock flow scripts
make -C /OpenROAD-flow-scripts/flow DESIGN_CONFIG=/design/flow/config.mk WORK_HOME=/design/flow/orfs finish
==> impl_metrics.json <==
{
  "internal_power_uw": 2510,
  "grt_pass1_vias": 179941,
  "maxSlewViolCount": 0,
  "wire_per_inst_um": 39.3,
  "common_cells": "edfxtp_1 (8192), mux4_2 (1633), nor2_1 (1221)",
  "viasPerCell": 6.39,
  "synthMostInstantiatedCell": "edfxtp_1",
  "die_x_um": 806,
  "finClkSkew_ps": 103,
  "swShare_pct": 21.4,
  "cts_tree": "yes",
  "final.setup.tns_ps": 0,
  "grt_first_pass_wirelength_mm": 1400,
  "async_reset_ff_share_pct": 0,
  "edf_count": 8192,
  "tightestPinTransition_ps": 1270,
  "pwr-share-seq_pct": 53.0,
  "drive_above_1_share_pct": 21.6,
  "chip_area_mm2": 0.649,
  "yosys_warnings": 4,
  "pwr-share-clk_pct": 42.1,
  "vdd_ir_drop_max_v": 0.00000886,
  "initial_utilization_pct": 50.3,
  "ys_sh_adder_pct": 0.116,
  "maxSlewHeadroom_pct": 14.6,
  "initialDrtViolationCount": 12507,
  "post-route-util_pct": 56.1,
  "grt_max_degree": 107,
  "topCellsByArea": "edfxtp_1 (76%), mux4_2 (11%), mux2i_1 (3.4%)",
  "gr-total-overflow": 0,
  "total_power_uw": 3190,
  "ys_ff": 8267,
  "yosysCellCount": 15649,
  "crit_arrival_ps": 3980,
  "netlist.area_leader.share_pct": 76.2,
  "antenna_found_initial": 117,
  "synth_area_mm2": 0.323,
  "avgSynthCellArea_um2": 20.6,
  "leakage_uw": 0.107,
  "drc": 0,
  "logic_family": "multiplexers",
  "clkSinkCount": 8267,
  "yosysUniqueCellTypes": 88,
  "xor_share_pct": 0.100,
  "top_area_cell": "edfxtp_1",
  "cp.required_ps": 180320,
  "pin_count": 24,
  "design_area_mm2": 0.360,
  "power_switching_uw": 684,
  "dieHeight_um": 806,
  "clk_pin_slew_worst_paths_ps": 80,
  "hold_ws_ps": 100,
  "setup_viol_count_final": 0,
  "drv_cap": 0,
  "syn_to_final_growth_pct": 11.6,
  "critical_path_class": "reg -> out",
  "cellPowerDensity_mw_per_mm2": 8.86,
  "mux_area_share_pct": 15.2,
  "std_cell_rows": 294,
  "place.gp.congestion": 0.967,
  "synth-simple-area-share_pct": 2.62,
  "end_kind": "primary output",
  "rsz0062_at_grt": "no",
  "hp-class": "reg -> reg",
  "grtUsageTotal_pct": 35.4,
  "warnings": 59,
  "syn_inst": 15649,
  "flop_cell": "edfxtp_1",
  "outcome": "finished, final reports clean",
  "io_buffers": 22,
  "ant_nets": 0,
  "dpl_cell_area_mm2": 0.334,
  "drtPass1Iterations": 6,
  "startpoint_type": "flop",
  "cp_max_fo": 24,
  "dp_hpwl_mm": 643,
  "hold_viol_final": 0,
  "finalWirelength_mm": 1010,
  "postSynthSeqShare_pct": 76.6,
  "fp.coreArea_mm2": 0.642,
  "ys_sh_aoi_pct": 3.21,
  "p_comb_share_pct": 4.9,
  "fill_cells": 46854,
  "ys_chip_area_mm2": 0.323,
  "vias": 163821,
  "rrSetupSlack_ps": 217950
}
-- cells by family (layout without fill, tap and decap cells) --
kind of cell	Yosys count	count (layout)
compound gates	1478	1478
fa+ha+maj	30	30
buf+inv	1046	2248
mux	2800	2800
other cells	0	204
flops	8267	8267
xor+xnor	37	37
simple gates	1991	1991
-- metal layers --
metal  share of wire (%)  vias up  global-route usage (%)
met2                  45    12838                    46.3
met3                  21     2096                    31.9
met1                  29    82203                    41.7
met4                 5.3      124                    15.0
li1                    -    66560                       -
met5                0.37        -                    6.18
-- worst paths after layout --
path	start	end	depth (start not counted)
max in group clk1	din[2]	_ram.regs[739][2]	7
min in group clk0	ram_addra_gray_r1[0]	ram_addra_gray_r2[0]	1
worst max register to register	ram_addrb[2]	_ram.doutb_r[7]	15
worst min-delay path	ram_addrb[6]	ram_addrb_gray_r1[5]	2
worst max-delay path	ram_addra[7]	full	6
worst min register to register	ram_addrb[6]	ram_addrb_gray_r1[5]	2
-- cell type report --
class                           count  area [µm²]  area share, %
Antenna cell                      204         510          0.142
Clock buffer                      990       21300           5.91
Clock inverter                    522        5040           1.40
Inverter                           19        97.6         0.0271
Multi-Input combinational cell   6336       69300           19.2
Sequential cell                  8267      248000           68.7
Tap cell                         8584       10700           2.98
Timing Repair Buffer              717        5850           1.62
-- worst max-delay path: stages, from the launching register on --
cell and delay (ps):
dfxtp_2 640, ha_1 350, xor2_1 180, nor4_1 280
nand4_1 650, inv_1 200, clkdlybuf4s50_1 480
-- what timing repair did --
item,4_1_cts,5_1_grt
hold endpoints to repair,5,0
hold buffers,4,0
gates resized,0,0
setup buffers,0,0
-- layout by cell type (no fill, tap or decap), types with 17 or more instances in the layout --
master / n
nor2b_1: 53
a31oi_1: 32
xor2_1: 24
clkbuf_16: 827
o221ai_1: 392
nand2_1: 253
buf_12: 29
mux2i_1: 1102
o21ai_0: 171
inv_6: 18
ha_1: 29
nand2_4: 19
clkinv_1: 200
nor3_1: 140
nand3_1: 84
clkinv_2: 152
nor4_1: 26
a22o_1: 19
clkinv_8: 17
clkinvlp_4: 36
and3_1: 20
a22oi_1: 77
dfxtp_1: 66
clkbuf_1: 163
o211ai_1: 21
a211oi_1: 30
edfxtp_1: 8192
o22ai_1: 271
a21oi_1: 274
mux2_2: 23
buf_4: 662
mux4_1: 42
bufinv_16: 73
a221oi_1: 35
diode_2: 204
or3_1: 17
o31ai_1: 19
mux4_2: 1633
nor2_1: 1206
nand4_1: 43
-- sequential cells by signal, indices dropped and copies added (netlist names) --
register	flops
_ram.regs	8192
ram_addra	11
ram_addra_gray_r1	11
ram_addra_gray_r2	11
ram_addrb	11
ram_addrb_gray_r1	11
ram_addrb_gray_r2	11
_ram.doutb_r	8
valid	1
-- power groups by stage --
stage	registers (µW)	logic (µW)	clock network, µW
finish	1690	157	1340
global route	1690	167	1410
CTS	1690	158	1360
-- metrics by stage --
step	worst slack (ps)	std cells
2_1_floorplan	178580	15649
4_1_cts	176250	25435
3_3_place_gp	175550	23919
6_report	176340	25639
5_1_grt	176250	25491
3_5_place_dp	175530	23919
No activity file was given, so power comes from the tool's default toggle rates.
